==> design.v <==
module CRC_chk (
    input wire reset
    ,input wire clk
    ,input wire [7:0] CRC_data_in
    ,input wire CRC_init
    ,input wire CRC_en
    ,output reg [31:0] CRC_data_out
    ,output wire CRC_ok
);
function[31:0]  NextCRC;
    input[7:0]      D;
    input[31:0]     C;
    reg[31:0]       NewCRC;
    begin
    NewCRC[0]=C[24]^C[30]^D[1]^D[7];
    NewCRC[1]=C[25]^C[31]^D[0]^D[6]^C[24]^C[30]^D[1]^D[7];
    NewCRC[2]=C[26]^D[5]^C[25]^C[31]^D[0]^D[6]^C[24]^C[30]^D[1]^D[7];
    NewCRC[3]=C[27]^D[4]^C[26]^D[5]^C[25]^C[31]^D[0]^D[6];
    NewCRC[4]=C[28]^D[3]^C[27]^D[4]^C[26]^D[5]^C[24]^C[30]^D[1]^D[7];
    NewCRC[5]=C[29]^D[2]^C[28]^D[3]^C[27]^D[4]^C[25]^C[31]^D[0]^D[6]^C[24]^C[30]^D[1]^D[7];
    NewCRC[6]=C[30]^D[1]^C[29]^D[2]^C[28]^D[3]^C[26]^D[5]^C[25]^C[31]^D[0]^D[6];
    NewCRC[7]=C[31]^D[0]^C[29]^D[2]^C[27]^D[4]^C[26]^D[5]^C[24]^D[7];
    NewCRC[8]=C[0]^C[28]^D[3]^C[27]^D[4]^C[25]^D[6]^C[24]^D[7];
    NewCRC[9]=C[1]^C[29]^D[2]^C[28]^D[3]^C[26]^D[5]^C[25]^D[6];
    NewCRC[10]=C[2]^C[29]^D[2]^C[27]^D[4]^C[26]^D[5]^C[24]^D[7];
    NewCRC[11]=C[3]^C[28]^D[3]^C[27]^D[4]^C[25]^D[6]^C[24]^D[7];
    NewCRC[12]=C[4]^C[29]^D[2]^C[28]^D[3]^C[26]^D[5]^C[25]^D[6]^C[24]^C[30]^D[1]^D[7];
    NewCRC[13]=C[5]^C[30]^D[1]^C[29]^D[2]^C[27]^D[4]^C[26]^D[5]^C[25]^C[31]^D[0]^D[6];
    NewCRC[14]=C[6]^C[31]^D[0]^C[30]^D[1]^C[28]^D[3]^C[27]^D[4]^C[26]^D[5];
    NewCRC[15]=C[7]^C[31]^D[0]^C[29]^D[2]^C[28]^D[3]^C[27]^D[4];
    NewCRC[16]=C[8]^C[29]^D[2]^C[28]^D[3]^C[24]^D[7];
    NewCRC[17]=C[9]^C[30]^D[1]^C[29]^D[2]^C[25]^D[6];
    NewCRC[18]=C[10]^C[31]^D[0]^C[30]^D[1]^C[26]^D[5];
    NewCRC[19]=C[11]^C[31]^D[0]^C[27]^D[4];
    NewCRC[20]=C[12]^C[28]^D[3];
    NewCRC[21]=C[13]^C[29]^D[2];
    NewCRC[22]=C[14]^C[24]^D[7];
    NewCRC[23]=C[15]^C[25]^D[6]^C[24]^C[30]^D[1]^D[7];
    NewCRC[24]=C[16]^C[26]^D[5]^C[25]^C[31]^D[0]^D[6];
    NewCRC[25]=C[17]^C[27]^D[4]^C[26]^D[5];
    NewCRC[26]=C[18]^C[28]^D[3]^C[27]^D[4]^C[24]^C[30]^D[1]^D[7];
    NewCRC[27]=C[19]^C[29]^D[2]^C[28]^D[3]^C[25]^C[31]^D[0]^D[6];
    NewCRC[28]=C[20]^C[30]^D[1]^C[29]^D[2]^C[26]^D[5];
    NewCRC[29]=C[21]^C[31]^D[0]^C[30]^D[1]^C[27]^D[4];
    NewCRC[30]=C[22]^C[31]^D[0]^C[28]^D[3];
    NewCRC[31]=C[23]^C[29]^D[2];
    NextCRC=NewCRC;
    end
endfunction
always @ (posedge clk or posedge reset)
    if (reset)
        CRC_data_out <=32'hffffffff;
    else if (CRC_init)
        CRC_data_out <=32'hffffffff;
    else if (CRC_en)
        CRC_data_out <=NextCRC(CRC_data_in, CRC_data_out);
assign CRC_ok = &(CRC_data_out[31:0] == 32'hc704dd7b);
endmodule
`timescale 1 ns/10 ps   
module GMII_MAC_RX #
(    
    parameter [31:0] ip1 = {8'd192, 8'd168, 8'd0, 8'd1},
    parameter [31:0] ip2 = {8'd192, 8'd168, 8'd0, 8'd2},
    parameter [31:0] ip3 = {8'd192, 8'd168, 8'd0, 8'd3},
    parameter [31:0] ip4 = {8'd192, 8'd168, 8'd1, 8'd102},
    parameter [31:0] ip5 = {8'd192, 8'd168, 8'd0, 8'd5}
) (
    input wire reset
    ,input wire rx_clk          
    ,input wire [7:0] rxd      
    ,input wire rxdv           
    ,input wire rxer           
    ,output wire [7:0] data_out
    ,output wire IP_is_matched
    ,output reg error
    ,output reg CRC_ok
);
localparam [47:0] MAC_DST = 48'h38_6b_1c_1d_f5_65;
localparam [47:0] MAC_SRC = 48'hFF_FF_FF_11_11_11;
localparam [3:0]   
    SM_IDLE      = 4'd0,
    SM_PRMBL_RDY = 4'd1,
    SM_SFD       = 4'd2,
    SM_HEAD_MAC  = 4'd3,
    SM_FR_TYPE   = 4'd4,
    SM_PAYLOAD   = 4'd5,
    SM_CRC       = 4'd6,
    SM_IPG       = 4'd7,
    SM_ERROR     = 4'd8,
    SM_FR_VLAN   = 4'd9,
    SM_IP_DEST   = 4'd10
;
localparam [7:0]
    PREAMBLE = 8'h55,
    START_FRAME_DELIMITER = 8'h5d
;
localparam [15:0]
    IPV4 = 16'h08_00,
    VLAN_TAG = 16'h81_00
;
assign data_out = rxd;
reg [3:0] fsm_rcvr, fsm_rcvr_next;
reg [3:0] preamble_cntr;     
reg [3:0] header_cntr;       
reg [3:0] vlan_tags_cntr;    
reg [10:0] payload_cntr;
reg [95:0] mac_src_dst;      
reg [15:0] frame_type;
reg frame_start, frame_end;
reg [63:0] ip_src_dst_r;     
wire MAC_is_correct;
wire [47:0] MAC_src_w, MAC_dst_w;
assign MAC_src_w = mac_src_dst[95:48];
assign MAC_dst_w = mac_src_dst[47:0];
assign MAC_is_correct = (MAC_DST == MAC_dst_w) ? 1'b1 : 1'b0;
wire [31:0] ip_dest, ip_src;
assign ip_src = ip_src_dst_r[63:32];
assign ip_dest = ip_src_dst_r[31:0];
wire ip1_match, ip2_match, ip3_match, ip4_match, ip5_match;
assign ip1_match = (ip1 == ip_dest) ? 1'b1: 1'b0;
assign ip2_match = (ip2 == ip_dest) ? 1'b1: 1'b0;
assign ip3_match = (ip3 == ip_dest) ? 1'b1: 1'b0;
assign ip4_match = (ip4 == ip_dest) ? 1'b1: 1'b0;
assign ip5_match = (ip5 == ip_dest) ? 1'b1: 1'b0;
assign IP_is_matched = ip1_match || ip2_match || ip3_match || ip4_match || ip5_match;
localparam PAYLOAD_MAX = 1500;
wire [5:0] Payload_min;
assign Payload_min = (vlan_tags_cntr == 0) ? 46 :
                     (vlan_tags_cntr == 1) ? 42 :
                     (vlan_tags_cntr == 2) ? 38 :
                     34;        
reg [31:0] CRC_received_r;
reg rCRC_init, rCRC_en;
wire [31:0] wCRC_32;
wire wCRC_ok;
wire wCRC_shift_ok;
reg [2:0] wCRC_ok_shift;
always @(posedge rx_clk) begin
    if (reset)
        wCRC_ok_shift <= 0;
    else begin
        wCRC_ok_shift[0] <= wCRC_ok;
        wCRC_ok_shift[1] <= wCRC_ok_shift[0];
        wCRC_ok_shift[2] <= wCRC_ok_shift[1];
    end
end
assign  wCRC_shift_ok = |wCRC_ok_shift;
always @(posedge rx_clk) begin : Reseiver_FSM_first
    if (reset)
        fsm_rcvr <= SM_IDLE;
    else
        fsm_rcvr <= fsm_rcvr_next;
end  
always @(*) begin : Reseiver_FSM_second
    fsm_rcvr_next = SM_IDLE;
    case (fsm_rcvr)
        SM_IDLE :
            if (rxer) fsm_rcvr_next = SM_ERROR;
            else if (preamble_cntr >= 7) fsm_rcvr_next = SM_PRMBL_RDY;
            else fsm_rcvr_next = SM_IDLE;
        SM_PRMBL_RDY :
            if (rxer) fsm_rcvr_next = SM_ERROR;
            else if (rxd != PREAMBLE) fsm_rcvr_next = SM_IDLE;
            else if (rxdv) fsm_rcvr_next = SM_SFD;
            else fsm_rcvr_next = SM_PRMBL_RDY;
        SM_SFD :
            if (rxer) fsm_rcvr_next = SM_ERROR;
            else if (!rxdv) fsm_rcvr_next = SM_ERROR;
            else if (rxd == PREAMBLE) fsm_rcvr_next = SM_SFD;
            else if (rxd == START_FRAME_DELIMITER) fsm_rcvr_next = SM_HEAD_MAC;
            else fsm_rcvr_next = SM_IDLE;
        SM_HEAD_MAC :
            if (rxer) fsm_rcvr_next = SM_ERROR;
            else if (!rxdv) fsm_rcvr_next = SM_ERROR;
            else if (header_cntr >= 12) fsm_rcvr_next = SM_FR_TYPE;
            else fsm_rcvr_next = SM_HEAD_MAC;
        SM_FR_TYPE :
            if (rxer) fsm_rcvr_next = SM_ERROR;
            else if (!rxdv) fsm_rcvr_next = SM_ERROR;
            else if (preamble_cntr >= 2)  begin
                if (frame_type == VLAN_TAG) fsm_rcvr_next = SM_FR_VLAN;
                else fsm_rcvr_next = SM_PAYLOAD;  
            end
            else fsm_rcvr_next = SM_FR_TYPE;
        SM_FR_VLAN :
            if (rxer) fsm_rcvr_next = SM_ERROR;
            else if (!rxdv) fsm_rcvr_next = SM_ERROR;
            else if (header_cntr >= 2) fsm_rcvr_next = SM_FR_TYPE;
            else fsm_rcvr_next = SM_FR_VLAN;
        SM_PAYLOAD :
            if (rxer) fsm_rcvr_next = SM_ERROR;
            else if (payload_cntr == 12) fsm_rcvr_next = SM_IP_DEST;
            else if (payload_cntr >= PAYLOAD_MAX) fsm_rcvr_next = SM_ERROR;
            else if (!rxdv)
                if (payload_cntr <= Payload_min)
                    fsm_rcvr_next = SM_ERROR;
                else fsm_rcvr_next = SM_CRC;
            else fsm_rcvr_next = SM_PAYLOAD;
        SM_IP_DEST :
            if (rxer) fsm_rcvr_next = SM_ERROR;
            else if (!rxdv) fsm_rcvr_next = SM_ERROR;
            else if (payload_cntr == 20) fsm_rcvr_next = SM_PAYLOAD;
            else fsm_rcvr_next = SM_IP_DEST;
        SM_CRC :
            if (rxer) fsm_rcvr_next = SM_ERROR;
            else if (!wCRC_shift_ok) fsm_rcvr_next = SM_ERROR;
            else fsm_rcvr_next = SM_IPG;
        SM_ERROR :
            fsm_rcvr_next = SM_IPG;
        SM_IPG :
            fsm_rcvr_next = SM_IDLE;
        default :
            fsm_rcvr_next = SM_IDLE;
    endcase
end  
always @(posedge rx_clk) begin : Reseiver_FSM_third
    if (reset) begin
        CRC_received_r <= 32'hFFFFFFFF;
        preamble_cntr <= 4'h0;
        payload_cntr <= 11'b0;
        header_cntr <= 4'h0;
        frame_start <= 1'b0;
        frame_end <= 1'b0;
        frame_type <= 16'h0;
        mac_src_dst <= 96'h0;
        ip_src_dst_r <= 64'b0;
        vlan_tags_cntr <= 4'b0;
        error <= 1'b0;
        rCRC_init <= 1'b1;
        rCRC_en <= 1'b0;
        CRC_ok <= 1'b0;
    end
    else begin
        CRC_received_r <= { CRC_received_r[23:0], rxd };
        preamble_cntr <= 4'h0;
        payload_cntr <= 11'b0;
        header_cntr <= 4'h0;
        frame_start <= 1'b0;
        frame_end <= 1'b0;
        rCRC_init <= 1'b0;
        rCRC_en <= 1'b0;
        case (fsm_rcvr_next)     
            SM_IDLE : begin
                rCRC_init <= 1'b1;
                vlan_tags_cntr <= 4'b0;
                if (rxd == PREAMBLE) preamble_cntr <= preamble_cntr + 1'b1;
                else preamble_cntr <= 4'b0;
            end
            SM_PRMBL_RDY : begin
                CRC_ok <= 1'b0;
                error <= 0;
                if (rxd == PREAMBLE) preamble_cntr <= preamble_cntr;
                else preamble_cntr <= 4'b0;
            end
            SM_SFD : begin
                if (rxd == START_FRAME_DELIMITER) begin
                    frame_start <= 1'b1;
                    rCRC_en <= 1'b1;
                end
            end
            SM_HEAD_MAC : begin
                rCRC_en <= 1'b1;
                header_cntr <= header_cntr + 1'b1;
                mac_src_dst <= {mac_src_dst[88:0], rxd};
            end
            SM_FR_TYPE : begin
                rCRC_en <= 1'b1;
                preamble_cntr <= preamble_cntr + 1'b1;
                frame_type <= {frame_type[7:0], rxd};
            end
            SM_FR_VLAN : begin
                rCRC_en <= 1'b1;
                header_cntr <= header_cntr + 1'b1;
                if (header_cntr == 1)
                    vlan_tags_cntr <= vlan_tags_cntr +1'b1;
            end
            SM_PAYLOAD : begin
                rCRC_en <= 1'b1;
                payload_cntr <= payload_cntr + 1'b1;
            end
            SM_IP_DEST : begin
                rCRC_en <= 1'b1;
                payload_cntr <= payload_cntr + 1'b1;
                ip_src_dst_r <= {ip_src_dst_r[55:0], rxd};
            end
            SM_CRC : begin
                rCRC_en <= 1'b0;
                frame_end <= 1'b1;
            end
            SM_IPG : begin
                if (wCRC_shift_ok == 1'b1) CRC_ok <= 1'b1;
            end
            SM_ERROR : begin
                frame_end <= 1'b1;
                error <= 1'b1;
            end
        endcase
    end
end  
CRC_chk CRC_chk_inst (
    .reset          (reset),
    .clk            (rx_clk),
    .CRC_data_in    (rxd),
    .CRC_init       (rCRC_init),
    .CRC_en         (rCRC_en),
    .CRC_data_out   (wCRC_32),
    .CRC_ok        (wCRC_ok)
);
endmodule
==> run.sh <==
#!/bin/bash
# OpenROAD 26Q1-2900-gdf79404cd8, Yosys 0.63+post, stock flow scripts
make -C /OpenROAD-flow-scripts/flow DESIGN_CONFIG=/design/flow/config.mk WORK_HOME=/design/flow/orfs finish
==> config.mk <==
export PLATFORM = sky130hd
export DESIGN_NAME = GMII_MAC_RX
export DESIGN_NICKNAME = GMII_MAC_RX
export VERILOG_FILES = /design/flow/design.v
export SDC_FILE = /design/flow/constraint.sdc
export NUM_CORES = 4
export LEC_CHECK = 1
export CORE_UTILIZATION = 40
==> constraint.sdc <==
current_design GMII_MAC_RX

set clk_period 5.8
set clk_io_pct 0.2

create_clock -name clk0 -period $clk_period [get_ports {rx_clk}]

set non_clock_inputs [all_inputs -no_clocks]
set_input_delay [expr $clk_period * $clk_io_pct] -clock clk0 $non_clock_inputs
set_output_delay [expr $clk_period * $clk_io_pct] -clock clk0 [all_outputs]
==> summary.txt <==
Syn Area/Cell: 9.31 um2
Post-CTS Resized: 0
Power density over the cells: 310 nW/um2
Final Wtd Congestion: 0.894
Cycle use final: 69.9%
Final hold violations: 0
Distinct lib cells used: 76
DP HPWL: 9.31 mm
Synth Cell Area: 6570 um2
Clock slew at reported path FFs: 50 ps
GR Util All Layers: 17.6%
Slowest-stage cell, CP: clkdlybuf4s50_1
Die Y: 130 um
Synthesis-stage register bit count: 121
Insertion Delay late pin: 410 ps
Kind of cell adding the most delay to the critical path: AND-OR/OR-AND gates
VDD IR max: 0.000217 V
Top cells by count, synth: dfxtp_1 (89), nor2_1 (74), nand2_1 (46), xnor2_1 (46), a21oi_1 (44)
Largest net degree at the start of global routing: 65
WL/cell: 14.4 um
Total Wirelength: 13.6 mm
Worst Path Arrival: 4320 ps
Chip Area, Yosys: 6570 um2
PortBufs: 22
Main flop type: dfxtp_1
Endpoint type of the worst setup path: flip-flop
YS warnings: 2
Clock sinks: 121
Grt ovf: 0
Max stage delay on crit path: 780 ps
Floorplan utilization: 41.2%
Combinational fraction of design power: 13.9%
Initial DRC Count: 288
Initial DRT Pass Iterations: 4
Worst-path cell chain: clkdlybuf4s50_1 -> nor2b_1 -> a32oi_1 -> nand4_1 -> a221o_1 -> nor3_4 -> buf_4 -> o21ai_1 -> nor2_1
# IOs: 23
Yosys top cell by area: dfxtp_1
Clock power frac: 48.0%
Min cycle time layout: 4060 ps
Total CTS buffers: 17
Final antenna diode count: 0
Reg power frac: 38.1%
EDFF count, synth: 0
Synth area leaders: dfxtp_1 (27%), dfstp_2 (13%), xnor2_1 (6.1%), xor2_1 (4.9%), nor2_1 (4.2%)
Setup_tns: 0 ps
Internal power: 1750 uW
Slew Limit Fails: 0
Total power: 2320 uW
Cell count after placement: 912
First-pass GRT wire length: 23.0 mm
Crit-path max FO: 33
Post-synth ARST share: 26.4%
Initial antenna violation count: 0
Top-area cell share: 27.1%
Clk root buf: clkbuf_16
Number of global-route vias before repair: 4553
Core area: 15900 um2
CP required: 6060 ps
OpenROAD warnings: 31
Mean number of vias per cell: 5.11
Core Rows: 46
Leakage: 0.00257 uW
Share of cells above drive strength 1: 25.4%
Endpoints failing setup: 0
Seq share, synth: 39.9%
Fin Hold WS: 449 ps
Status: complete, no violations
Count leader, synth: dfxtp_1
Fmax achieved: 247 MHz
DRC: 0
Sw Share: 24.7%
Mapped Cells: 706
Maxcap violations: 0
CTS H-tree lvls: 4
Setup CP Type: input port to flip-flop
Vias: 4823
CTS tree: yes
Die width: 130 um
Post-Layout Cell Count: 944
Setup crit start kind: input port
RSZ-0062 raised after global routing: no
Die area: 17000 um2
Longest Clk Path Bufs: 2
Slew @ Worst Pin: 809 ps
Worst Path Buf+Inv: 2
# Post-CTS Setup Buffers: 0
Area Overhead vs Synth: 13.8%
Worst Hold Class: flip-flop to flip-flop
Switching pwr: 574 uW
CTS hold repair buffers: 0
Number of nets with antenna violations after routing: 0
Relative slew slack: 45.7%
Final Skew: 7.67 ps
Ys cells: 706
[worst min-delay path: stages (launching register included)]
cell     delay [ps]
dfxtp_1         310
nand2_2          60
a21oi_2          40
[final cells by class]
cell class | count | area [um2]
clock buffer | 21 | 460
clock inverter | 11 | 168
fill | 1456 | 8460
inverter | 14 | 52.6
multi-input combinational | 529 | 3610
sequential | 121 | 2620
tap | 216 | 270
timing repair buffer | 32 | 290
[registers in the layout, summed over array words and instances, names as in the netlist]
signal                     count
CRC_chk_inst.CRC_data_out     32
ip_src_dst_r                  32
frame_type                    16
fsm_rcvr                      11
payload_cntr                  11
header_cntr                    4
preamble_cntr                  4
vlan_tags_cntr                 4
wCRC_ok_shift                  3
CRC_ok                         1
error                          1
rCRC_en                        1
rCRC_init                      1
[through the flow]
step,setup slack [ps],util (%),area (um2)
after floorplan,2530,-,6570
after global placement,1400,43.0,6850
after detailed placement,1270,43.0,6850
after CTS,1660,46.9,7480
after global routing,1540,46.9,7480
final,1740,46.9,7480
[power by group through the flow]
stage	Combinational [uW]	Clock, uW	Sequential, uW
4_1_cts	324	1140	885
5_1_grt	355	1180	888
6_report	322	1110	885
[placed cells by master, fill, tap and decap left out, drive strengths merged, types with 3 or more instances in the layout]
cell           Yosys  final
a21oi             75     75
nand2             76     76
inv               14     16
and3b              4      4
xnor2             47     47
clkbuf            19     21
or2               30     30
and2               4      4
nor3               7      7
nand2b             4      4
nand4b             3      3
clkinv             0      3
o21ai             16     16
nor4b              7      7
nor3b              4      4
nand3             16     16
nor2              75     75
xor2              37     37
bufinv             0      4
buf               23     11
nor4              16     16
a22oi              3      3
ha                12     12
clkdlybuf4s50      0     21
nor2b             12     12
dfstp             32     32
or3                9      9
mux2i             16     16
and3              11     11
o211ai             3      3
dfxtp             89     89
nand4              9      9
[final timing paths]
check                                  start                       endpoint  slack (ps)  depth (start not counted)
hold / removal              ip_src_dst_r[24]               ip_src_dst_r[24]         450                          2
min in group asynchronous              reset  CRC_chk_inst.CRC_data_out[30]        1690                          3
setup reg to reg           vlan_tags_cntr[0]                payload_cntr[6]        2040                         14
setup / recovery                        rxdv                payload_cntr[6]        1740                          9
max in group asynchronous              reset   CRC_chk_inst.CRC_data_out[3]        4070                          3
hold reg to reg             ip_src_dst_r[24]               ip_src_dst_r[24]         450                          2
[per-layer routing]
| layer | up-vias | share of wire (%) | GRT usage (%) | routed length [um] |
|---|---|---|---|---|
| met2 | 86 | 46 | 27.5 | 6260 |
| met5 | - | 0 | 0 | 0 |
| li1 | 2449 | - | - | - |
| met3 | 12 | 4.8 | 4.18 | 658 |
| met1 | 2276 | 48 | 25.8 | 6480 |
| met4 | 0 | 1.3 | 2.53 | 174 |
[cell families (layout without fill, tap and decap cells)]
kind of cell    count (synthesis)  after routing  synth area share (%)
fa+ha+maj                      12             12                  2.28
compound gates                125            125                  14.0
mux                            16             16                  2.44
buf+inv                        56             78                  5.12
flops                         121            121                  39.9
simple gates                  292            292                  24.9
xor+xnor                       84             84                  11.3
Power and IR drop assume default switching activity.
